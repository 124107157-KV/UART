<file path="design.v">
`timescale 1ns / 1ps
module uart_baud_gen #(
    parameter CLK_FREQ = 32000000,        
    parameter BAUD_RATE = 115200          
)(
    input  wire clk,
    input  wire rst_n,
    output reg  baud_tick
);
    localparam integer BAUD_DIV = (CLK_FREQ + BAUD_RATE/2) / BAUD_RATE;
    reg [31:0] count;
    always @(posedge clk or negedge rst_n) begin
        if (!rst_n) begin
            count <= 0;
            baud_tick <= 1'b0;
        end else begin
            if (count >= BAUD_DIV-1) begin
                count <= 0;
                baud_tick <= 1'b1;    
            end else begin
                count <= count + 1;
                baud_tick <= 1'b0;
            end
        end
    end
endmodule
`timescale 1ns / 1ps
module uart_full_duplex_32bit #(
    parameter CLK_FREQ = 32000000,
    parameter BAUD_RATE = 115200
)(
    input  wire        clk,
    input  wire        rst_n,
    input  wire        tx_start,
    input  wire [31:0] tx_data,
    output wire        tx_busy,
    output wire [31:0] rx_data,
    output wire        rx_ready,
    input  wire        rx_clear,
    input  wire        parity_even_n,    
    output wire        uart_tx,    
    input  wire        uart_rx     
);
    wire baud_tick;
    uart_baud_gen #(.CLK_FREQ(CLK_FREQ), .BAUD_RATE(BAUD_RATE)) BAUDGEN (
        .clk(clk), .rst_n(rst_n), .baud_tick(baud_tick)
    );
    uart_tx #(.WIDTH(32)) TX (
        .clk(clk), .rst_n(rst_n),
        .tx_start(tx_start), .tx_data(tx_data),
        .parity_even_n(parity_even_n),
        .baud_tick(baud_tick),
        .tx_line(uart_tx),
        .tx_busy(tx_busy)
    );
    uart_rx #(.WIDTH(32)) RX (
        .clk(clk), .rst_n(rst_n),
        .rx_line(uart_rx),
        .parity_even_n(parity_even_n),
        .rx_clear(rx_clear),
        .rx_data(rx_data),
        .rx_ready(rx_ready),
        .parity_error(parity_error),
        .framing_error(framing_error)
    );
endmodule
`timescale 1ns / 1ps
module uart_parity_gen #(
    parameter WIDTH = 32
)(
    input  wire [WIDTH-1:0] data,
    input  wire parity_even_n,   
    output wire parity_bit
);
    wire even_parity = ^data; 
    assign parity_bit = (parity_even_n) ? ~even_parity : even_parity;
endmodule
`timescale 1ns / 1ps
module uart_rx #(
    parameter WIDTH = 32
)(
    input  wire       clk,
    input  wire       rst_n,
    input  wire       rx_line,         
    input  wire       parity_even_n,   
    input  wire       rx_clear,        
    output reg  [WIDTH-1:0] rx_data,   
    output reg        rx_ready,        
    output reg        parity_error,    
    output reg        framing_error    
);
    localparam [2:0] RX_IDLE   = 3'd0,
                     RX_START  = 3'd1,
                     RX_DATA   = 3'd2,
                     RX_PARITY = 3'd3,
                     RX_STOP   = 3'd4;
    reg [2:0] state;
    reg [5:0] rx_bit_count;
    reg [15:0] baud_count;   
    localparam integer CLK_FREQ = 32000000;
    localparam integer BAUD_RATE = 115200;
    localparam integer BAUD_DIV = (CLK_FREQ + BAUD_RATE/2) / BAUD_RATE;   
    wire expected_parity;
    assign expected_parity = (^rx_data) ^ parity_even_n;
    always @(posedge clk or negedge rst_n) begin
        if (!rst_n) begin
            state <= RX_IDLE;
            rx_bit_count <= 0;
            baud_count <= 0;
            rx_data <= {WIDTH{1'b0}};
            rx_ready <= 1'b0;
            parity_error <= 1'b0;
            framing_error <= 1'b0;
        end else begin
            case (state)
            RX_IDLE: begin
                rx_ready <= 1'b0;
                parity_error <= 1'b0;
                framing_error <= 1'b0;
                rx_bit_count <= 0;
                if (rx_line == 1'b0) begin   
                    baud_count <= (BAUD_DIV >> 1);   
                    state <= RX_START;
                end
                if (rx_clear)
                    rx_ready <= 1'b0;
            end
            RX_START: begin
                if (baud_count > 0)
                    baud_count <= baud_count - 1;
                else begin
                    if (rx_line == 1'b0) begin
                        baud_count <= BAUD_DIV - 1; 
                        rx_bit_count <= 0;
                        state <= RX_DATA;
                    end else begin
                        state <= RX_IDLE;
                    end
                end
            end
            RX_DATA: begin
                if (baud_count > 0)
                    baud_count <= baud_count - 1;
                else begin
                    rx_data[rx_bit_count] <= rx_line;   
                    rx_bit_count <= rx_bit_count + 1;
                    if (rx_bit_count == WIDTH - 1) begin
                        baud_count <= BAUD_DIV - 1;
                        state <= RX_PARITY;
                    end else begin
                        baud_count <= BAUD_DIV - 1;
                    end
                end
            end
            RX_PARITY: begin
                if (baud_count > 0)
                    baud_count <= baud_count - 1;
                else begin
                    if (rx_line != expected_parity) 
                        parity_error <= 1'b1;
                    baud_count <= BAUD_DIV - 1;
                    state <= RX_STOP;
                end
            end
            RX_STOP: begin
                if (baud_count > 0)
                    baud_count <= baud_count - 1;
                else begin
                    if (rx_line != 1'b1)
                        framing_error <= 1'b1;
                    rx_ready <= 1'b1;
                    state <= RX_IDLE;
                end
            end
            default: state <= RX_IDLE;
            endcase
        end
    end
endmodule
`timescale 1ns / 1ps
module uart_tx #(
    parameter WIDTH = 32
)(
    input  wire       clk,
    input  wire       rst_n,
    input  wire       tx_start,            
    input  wire [WIDTH-1:0] tx_data,       
    input  wire       parity_even_n,       
    input  wire       baud_tick,           
    output reg        tx_line,             
    output reg        tx_busy              
);
    localparam [2:0] IDLE=3'd0, START=3'd1, DATA=3'd2, PARITY=3'd3, STOP=3'd4;
    reg [2:0] state;
    reg [5:0] tx_bit_count;          
    reg       parity_bit; 
    reg [WIDTH-1:0] data_buf;       
    wire calc_parity;
    uart_parity_gen #(.WIDTH(WIDTH)) PARITY_GEN (
        .data(data_buf),
        .parity_even_n(parity_even_n),
        .parity_bit(calc_parity)
    );
    always @(posedge clk or negedge rst_n) begin
        if (!rst_n) begin
            state <= IDLE;
            tx_line <= 1'b1;        
            tx_busy <= 1'b0;
            tx_bit_count <= 0;
            data_buf <= {WIDTH{1'b0}};
            parity_bit <= 1'b0;
        end else begin
            case (state)
            IDLE: begin
                tx_line <= 1'b1;
                tx_busy <= 1'b0;
                tx_bit_count <= 0;
                if (tx_start) begin
                    data_buf <= tx_data;
                    parity_bit <= (^tx_data) ^ parity_even_n;   
                    tx_busy <= 1'b1;
                    state <= START;
                end
            end
            START: begin
                if (baud_tick) begin
                    tx_line <= 1'b0;
                    state <= DATA;
                    tx_bit_count <= 0;
                end
            end
            DATA: begin
                if (baud_tick) begin
                    tx_line <= data_buf[0];                
                    data_buf <= {1'b0, data_buf[WIDTH-1:1]};   
                    tx_bit_count <= tx_bit_count + 1;
                    if (tx_bit_count == WIDTH-1) begin
                        state <= PARITY;
                    end
                end
            end
            PARITY: begin
                if (baud_tick) begin
                    tx_line <= parity_bit;   
                    state <= STOP;
                end
            end
            STOP: begin
                if (baud_tick) begin
                    tx_line <= 1'b1;    
                    state <= IDLE;
                    tx_busy <= 1'b0;
                end
            end
            default: state <= IDLE;
            endcase
        end
    end
endmodule
</file>
<file path="run.sh">
#!/bin/bash
# OpenROAD 26Q1-2900-gdf79404cd8, Yosys 0.63+post, stock flow scripts
make -C /OpenROAD-flow-scripts/flow DESIGN_CONFIG=/design/flow/config.mk WORK_HOME=/design/flow/orfs finish
</file>
<file path="config.mk">
export PLATFORM = sky130hd
export DESIGN_NAME = uart_full_duplex_32bit
export DESIGN_NICKNAME = uart_full_duplex_32bit
export VERILOG_FILES = /design/flow/design.v
export SDC_FILE = /design/flow/constraint.sdc
export NUM_CORES = 4
export LEC_CHECK = 1
export CORE_UTILIZATION = 50
</file>
<file path="constraint.sdc">
current_design uart_full_duplex_32bit

set clk_period 5.4
set clk_io_pct 0.2

create_clock -name clk0 -period $clk_period [get_ports {clk}]

set non_clock_inputs [all_inputs -no_clocks]
set_input_delay [expr $clk_period * $clk_io_pct] -clock clk0 $non_clock_inputs
set_output_delay [expr $clk_period * $clk_io_pct] -clock clk0 [all_outputs]
</file>
==> impl_table.tex <==
% Yosys + OpenROAD metrics
\begin{tabular}{lr}
\hline
Metric & Value \\
\hline
\multicolumn{2}{l}{\textbf{Outcome}} \\
\quad Result of the run & finished, final reports clean \\
\multicolumn{2}{l}{\textbf{Setup path}} \\
\quad Critical path startpoint category & primary input \\
\quad Critical path data arrival time & 3.22 ns \\
\quad Data required time of the critical path & 5.73 ns \\
\quad Path type of the worst setup path & primary input to flop \\
\quad Cell with the biggest individual delay on the critical path & or4\_1 \\
\quad Cells traversed along the worst timing path & clkdlybuf4s50\_1 -> o21ai\_1 -> nand3\_2 -> or4\_1 -> a21oi\_1 \\
\quad Critical path capture point type & flop \\
\quad Reg-to-reg critical path startpoint & RX.baud\_count[0]\$\_DFFE\_PN0P\_ \\
\quad Slack of the worst reg-to-reg path & 2.73 ns \\
\quad Largest incremental delay on the critical path & 0.60 ns \\
\quad Crit path max fanout & 17 \\
\quad Terminus of the critical flop-to-flop path & RX.baud\_count[12]\$\_DFFE\_PN0P\_ \\
\quad Worst Reg-to-Reg Cells & 8 \\
\multicolumn{2}{l}{\textbf{Clock network}} \\
\quad Clk Latency, worst-skew pair & 0.41 ns \\
\quad Post-cts gate resize count & 0 \\
\quad CTS HTree Levels & 4 \\
\quad Number of CTS-inserted buffers & 17 \\
\quad Root buf cell & clkbuf\_16 \\
\quad Clock transition time at the flip-flop clock pins of the worst setup and hold paths & 0.06 ns \\
\quad Clk sink count & 139 \\
\quad Hold-fix buffers at CTS & 0 \\
\quad Post-CTS repair timing setup buffer count & 0 \\
\quad Max Buffers Root-to-Sink & 2 \\
\quad Clock tree from TritonCTS & done \\
\multicolumn{2}{l}{\textbf{Power and ir drop}} \\
\quad Leakage power summed over all cells & 3.40 nW \\
\quad VDD IR max & 0.000312 V \\
\quad Power density relative to cell area & 447 nW/um2 \\
\multicolumn{2}{l}{\textbf{Final layout}} \\
\quad Share of layout cells above drive strength 1 & 7.18\% \\
\quad FILL cells & 987 \\
\quad Multi-input combinational cell area & 2970 um2 \\
\quad Sequential cell area & 3480 um2 \\
\quad Relative area change from synthesis to final layout & 24.0\% \\
\multicolumn{2}{l}{\textbf{Routing}} \\
\quad Number of design-rule violations left by the first detailed-router iteration & 195 \\
\quad Vias after detailed routing & 4960 \\
\quad Post-detailed-routing wire length & 12.9 mm \\
\quad Average detailed-routed wire length per instance & 14.0 um \\
\quad Vias per cell & 5.37 \\
\quad Pre-Repair DR Iteration Count & 6 \\
\quad Antenna Diode Count & 0 \\
\quad Antenna viol nets, final & 0 \\
\quad DRC violation count after routing & 0 \\
\multicolumn{2}{l}{\textbf{Global route}} \\
\quad Pin count of the biggest net entering global routing & 78 \\
\quad Wire length of the first global-routing pass & 22.1 mm \\
\quad Number of antenna violations at the first check in global routing & 0 \\
\quad Combined global-route utilization of all metal layers & 21.5\% \\
\quad Total overflow reported by the global router & 0 \\
\quad Via count of the first global-routing pass & 4838 \\
\multicolumn{2}{l}{\textbf{STA}} \\
\quad Number of failing hold endpoints at the final stage & 0 \\
\quad RSZ-0062 raised after global routing & no \\
\quad Post-route setup TNS & 0 ns \\
\quad Final Setup Violations & 0 \\
\quad Measured slew at the worst slew-check pin & 0.809 ns \\
\quad Cycle use final & 53.5\% \\
\quad Max Transition Viols Final & 0 \\
\quad Achievable frequency & 346 MHz \\
\quad Post-layout min period & 2.89 ns \\
\quad Setup ws final & 2.51 ns \\
\quad Worst clock skew & 0.00647 ns \\
\quad Worst-case headroom to the max-slew limit & 44.5\% \\
\quad Hold WS & 0.492 ns \\
\multicolumn{2}{l}{\textbf{Placed design}} \\
\quad Dpl ws & 2.16 ns \\
\quad Routability congestion estimate & 0.814 \\
\quad Final HPWL from detailed placement & 8.70 mm \\
\quad Count of buffers inserted at the top-level ports & 71 \\
\multicolumn{2}{l}{\textbf{Min path}} \\
\quad Hold Path Cell Cnt & 2 \\
\quad Destination of the worst hold path & TX.parity\_bit\$\_DFFE\_PN0P\_ \\
\quad Hold WC Path Type & flop to flop \\
\quad Start point of the worst hold path & TX.parity\_bit\$\_DFFE\_PN0P\_ \\
\multicolumn{2}{l}{\textbf{Floorplan}} \\
\quad Width of the chip & 116 um \\
\quad Overall die height & 116 um \\
\quad Core Region & 12700 um2 \\
\quad Die Size & 13500 um2 \\
\quad Number of placement rows & 41 \\
\quad Effective utilization at floorplan & 51.6\% \\
\quad Top-level I/O count & 73 \\
\multicolumn{2}{l}{\textbf{Synthesis}} \\
\quad Post-synthesis chip area from yosys & 6540 um2 \\
\quad Number of cells produced by synthesis & 652 \\
\quad Number of synthesized register bits & 139 \\
\quad Synth warnings & 5 \\
\quad Post-synthesis average cell area & 10.0 um2 \\
\quad Async set-or-reset flop fraction in the synthesized netlist & 100\% \\
\quad Count of flip-flops with a built-in enable after synthesis & 0 \\
\quad Number of cells in the yosys synthesis report & 652 \\
\quad Most common flop cell mapped by yosys & dfrtp\_1 \\
\quad Total standard cell area after synthesis & 6540 um2 \\
\quad Number of library cell types mapped by synthesis & 55 \\
\quad Register area share after synthesis & 53.3\% \\
\multicolumn{2}{l}{\textbf{Flow run}} \\
\quad Number of maximum-capacitance constraint violations & 0 \\
\quad Tool warnings & 34 \\
\hline
\end{tabular}
sequential cells by signal, summed over array words and instances (netlist names), named ones only:
name and count:
BAUDGEN.baud_tick 1, BAUDGEN.count 32, RX.baud_count 16, RX.rx_bit_count 6, RX.rx_data 32, RX.rx_ready 1
RX.state 4, TX.data_buf 32, TX.parity_bit 1, TX.state 4, TX.tx_bit_count 6, TX.tx_busy 1
TX.tx_line 1
power by group:
group | internal, mW | total (mW) | switching [mW] | leakage (nW)
Sequential | 1.27 | 1.46 | 0.194 | 1.55
Combinational | 0.421 | 0.921 | 0.500 | 1.54
Clock | 0.782 | 1.23 | 0.453 | 0.309
Total | 2.47 | 3.62 | 1.15 | 3.40
layer usage:
| layer | GRT usage (%) | wire, um | up-vias |
|---|---|---|---|
| met1 | 33.8 | 6170 | 2390 |
| li1 | - | - | 2467 |
| met3 | 4.28 | 574 | 6 |
| met2 | 34.0 | 6110 | 97 |
| met5 | 0 | 0 | - |
| met4 | 2.14 | 92 | 0 |
worst max-delay path by stage:
stage	slack [ns]	startpoint	to	cells after the start
4_1_cts	2.59	uart_rx	RX.baud_count[12]$_DFFE_PN0P_	5
5_1_grt	2.38	uart_rx	RX.baud_count[10]$_DFFE_PN0P_	5
6_report	2.51	uart_rx	RX.baud_count[12]$_DFFE_PN0P_	5
critical path: cells and delay by family:
kind,cells,cell delay (ns)
and+or+nand+nor,2,1.03
AOI/OAI and AO/OA,2,0.58
buffers and inverters,1,0.53
synthesized netlist by cell type, types with 7 or more instances:
cell type,number,area share (%)
nor2_1,66,3.8
mux2i_1,33,5.1
ha_1,11,2.1
nor4_1,8,0.77
o31ai_1,13,1.5
nor3_1,11,0.84
a21oi_1,51,3.9
nand3_1,20,1.5
nand4_1,8,0.77
inv_1,19,1.1
o21ai_0,81,6.2
or4_1,7,0.80
xor2_1,12,1.6
xnor2_1,32,4.3
nand2_1,51,2.9
dfrtp_1,136,52
clkbuf_1,23,1.3
cell type report:
class	count	share of cell area, %
Timing Repair Buffer	74	9.06
Tap cell	172	2.65
Clock inverter	15	2.61
Inverter	19	0.880
Sequential cell	139	43.0
Clock buffer	17	5.25
Multi-Input combinational cell	488	36.6
cells by family after synthesis:
group / count (synthesis) / share of synthesized area (%)
AND/OR/NAND/NOR: 204 / 15.3
AND-OR/OR-AND: 168 / 14.5
flip-flops: 139 / 53.3
buffers and inverters: 47 / 2.74
XOR/XNOR: 45 / 6.24
multiplexers: 37 / 5.74
adder cells (fa/ha/maj): 11 / 2.11
other: 1 / 0.0574
metrics by stage:
| stage | instances | util, % | instance area (um2) | power [mW] |
|---|---|---|---|---|
| after global placement | 892 | 59.0 | 7470 | 2.37 |
| after floorplan | 674 | - | 6620 | 2.16 |
| final | 924 | 64.0 | 8110 | 3.62 |
| after global routing | 924 | 64.0 | 8110 | 3.86 |
| after detailed placement | 892 | 59.0 | 7470 | 2.40 |
| after CTS | 924 | 64.0 | 8110 | 3.66 |
placed cells by master, fill, tap and decap left out, types with 6 or more instances in the layout:
master / synthesis / final
xor2_1: 12 / 12
inv_1: 19 / 19
or4_1: 7 / 7
a21oi_1: 51 / 51
dfrtp_1: 136 / 135
xnor2_1: 32 / 32
ha_1: 11 / 11
mux2i_1: 33 / 33
nor2_1: 66 / 65
o31ai_1: 13 / 13
nor4_1: 8 / 8
clkbuf_16: 0 / 17
or3_1: 6 / 6
a31oi_1: 6 / 6
nor3_1: 11 / 11
o21ai_0: 81 / 81
nand2_1: 51 / 51
clkdlybuf4s50_1: 0 / 70
conb_1: 1 / 23
nand4_1: 8 / 8
nand3_1: 20 / 20
Power and IR drop assume default switching activity.
